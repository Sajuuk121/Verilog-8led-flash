$ cat design.v
module divider(
	inout clk,
	input rst,
	output reg clk_out
);
parameter N=6000000,WIDTH=24;
reg [WIDTH-1:0] cnt;
always @(posedge(clk),posedge(rst)) begin
	if (rst==1'b1)
		cnt<=24'b0;
	else if (cnt==N-1)
		cnt<=24'b0;
	else
		cnt<=cnt+1;
end
always @(posedge(clk),posedge(rst)) begin
	if (rst==1'b1)
		clk_out<=1'b0;
	else if (cnt==N-1)
		clk_out<=~clk_out;
	else
		clk_out<=clk_out;
end
endmodule
$ cat run.sh
#!/bin/bash
# OpenROAD 26Q1-2900-gdf79404cd8, Yosys 0.63+post, stock flow scripts
make -C /OpenROAD-flow-scripts/flow DESIGN_CONFIG=/design/flow/config.mk WORK_HOME=/design/flow/orfs finish
$ cat config.mk
export PLATFORM = sky130hd
export DESIGN_NAME = divider
export DESIGN_NICKNAME = divider
export VERILOG_FILES = /design/flow/design.v
export SDC_FILE = /design/flow/constraint.sdc
export NUM_CORES = 4
export LEC_CHECK = 1
export CORE_AREA = 10 10 102 102
export DIE_AREA = 0 0 112 112
$ cat constraint.sdc
current_design divider

set clk_period 3.4
set clk_io_pct 0.2

create_clock -name clk0 -period $clk_period [get_ports {clk}]

set non_clock_inputs [all_inputs -no_clocks]
set_input_delay [expr $clk_period * $clk_io_pct] -clock clk0 $non_clock_inputs
set_output_delay [expr $clk_period * $clk_io_pct] -clock clk0 [all_outputs]
==> results_slide.txt <==
Implementation Results

Outcome
  • Outcome: completed

Placement
  • Gpl congestion: 0.8810
  • Dpl hpwl: 1.742 mm
  • Number of port buffers: 2
  • Placed Cells: 233
  • DP Area: 1420 µm²

Power
  • Tot Pwr: 0.4776 mW
  • Power Dens Cells: 325.7 nW/µm²
  • Leak: 0.6185 nW
  • Max rail drop VDD: 0.1645 mV

Clocking
  • CTS buffer count: 3
  • Latency at later pin: 0.27 ns
  • Root buffer cell: clkbuf_8
  • CTS Sinks: 25
  • CTS tree: done
  • Post-CTS sizing: 0
  • Longest Clk Path Bufs: 2
  • Post-CTS setup buffers: 0
  • H-tree Lvls: 1
  • Hold Buf Count CTS: 0
  • Clk slew on worst S/H paths: 0.09 ns

Setup path
  • Startpoint types: flop
  • Worst path arrival time: 2.18 ns
  • CP required: 3.60 ns
  • WS Path Type: flop to flop
  • Cell depth of the worst flop-to-flop path: 6
  • Worst-path fanout max: 9
  • Worst Setup End Kind: flop

Floorplan
  • Num ports: 3
  • Core ar.: 8217 µm²
  • Die Height: 112 µm
  • Die Wd: 112 µm
  • Chip area: 12540 µm²
  • Num rows: 33
  • Fp_density: 0.1541

Yosys
  • Main area contributors: dfrtp_1 49%, xor2_1 7.6%, nand4_1 5.4%
  • Leading area contributor after synthesis: dfrtp_1
  • Mapped cell area: 1266 µm²
  • YS warnings: 1
  • Unique cell types: 29
  • Seq cells post-synth: 25
  • Ys cells: 127
  • YS chip area: 1266 µm²
  • Avg Inst Size Synth: 9.970 µm²
  • Register area share after synthesis: 0.4941
  • Synth Instances: 127
  • Top-area cell share: 0.4941

Drt
  • Total number of vias: 954
  • DRC: 0
  • DRT iter0 DRCs: 63
  • Vias per cell: 4.025
  • ANT cells: 0
  • Average wire per standard cell: 10.31 µm
  • DRT Wirelength: 2.443 mm
  • Post-DRT Antenna Nets: 0
  • 1st-pass router iterations: 4

Global routing
  • Total gr overflow: 0
  • Total GRT Usage: 0.04036
  • Antenna violations before repair: 0
  • Vias in the first global route: 955
  • First-pass GRT wire length: 4.602 mm
  • Pin count of the biggest net entering global routing: 26

Timing
  • Clock period minus worst slack: 1.980 ns
  • Final Max Slew Viols: 0
  • Worst Clk Skew: 0.004730 ns
  • Rel. slew slack: 0.6413
  • Setup tns final: 0 ns
  • Endpoints failing hold: 0
  • Fmax: 505.0 MHz
  • Final Cycle Share: 0.5824
  • Setup Viol. Count Final: 0
  • RSZ-0062 raised after global routing: no
  • Endpoints left unconstrained: 1
  • Worst-Margin Slew: 0.5339 ns

Cells and area
  • Area Overhead vs Synth: 15.81%
  • MI comb area: 613.1 µm²
  • Final Cell Area: 1466 µm²
  • Fillers: 882
  • Flop area: 625.6 µm²
  • Non-filler cells in the finished layout: 237
  • Layout cell share with drive strength beyond 1: 0.08333

Worst hold path
  • Hold Crit Class: flop to flop
  • Hold Path Stages: 1

Run
  • Maxcap violations: 0
  • Tool warnings: 26
-- where the power goes --
group	internal [mW]	leakage [nW]	total (mW)	switching [mW]
registers	0.297	0.340	0.297	0
clock network	0.0819	0.0255	0.173	0.0912
logic	0.00184	0.253	0.00755	0.00571
total	0.381	0.618	0.478	0.0969
-- final cells by class --
| type | count | area share |
|---|---|---|
| multi-input combinational | 95 | 0.4181 |
| timing repair buffer | 4 | 0.02389 |
| clock inverter | 1 | 0.003413 |
| clock buffer | 3 | 0.02816 |
| tap | 105 | 0.08959 |
| sequential | 25 | 0.4266 |
| inverter | 4 | 0.01024 |
-- state kept, by name (all words and copies together) (netlist names) --
name     cells
clk_out      1
cnt         24
-- metal layers --
| layer | GRT usage | routed length (µm) | up-vias |
|---|---|---|---|
| li1 | - | - | 467 |
| met1 | 0.06016 | 1252 | 471 |
| met2 | 0.06138 | 1083 | 12 |
| met3 | 0.006515 | 85 | 4 |
| met4 | 0.005076 | 21 | 0 |
| met5 | 0 | 0 | - |
-- metrics by stage --
step / worst slack, ns / utilization / hold slack [ns]
after CTS: 1.396 / 0.1785 / 0.4776
after detailed placement: 1.444 / 0.1728 / 0.4636
final: 1.420 / 0.1785 / 0.4775
after global placement: 1.443 / 0.1728 / 0.4573
after global routing: 1.273 / 0.1785 / 0.4995
after floorplan: 1.697 / - / 0.4204
-- cells in the mapped netlist --
cell	number
nand2_1	8
xnor2_1	6
nor2b_1	1
and2_1	3
nor3_1	6
or4_4	1
o31ai_1	1
nand3_1	9
a21oi_1	3
o21ai_0	3
nor2_1	13
buf_2	1
xor2_1	11
or2_2	1
a31oi_1	1
nor4_2	1
or3_1	2
mux2_2	1
dfrtp_1	25
nor4_1	2
mux2i_1	2
nor4bb_1	1
ha_1	1
and4_1	5
nand4_1	11
nand4_2	1
or4_1	1
clkbuf_1	2
inv_1	4
-- cells in the final DEF (no fill, tap or decap) --
cell type,count
buf_4,2
or4_1,1
a21oi_1,3
clkbuf_8,3
clkinv_2,1
and4_1,5
nand3_1,9
clkdlybuf4s50_1,2
xor2_1,11
nand2_1,8
or4_4,1
mux2i_1,2
and2_1,3
or2_2,1
nor2_1,13
o31ai_1,1
nand4_1,11
a31oi_1,1
xnor2_1,6
nand4_2,1
nor3_1,6
o21ai_0,3
ha_1,1
nor2b_1,1
or3_1,2
nor4_1,2
mux2_2,1
nor4_2,1
nor4bb_1,1
dfrtp_1,25
inv_1,4
-- final timing paths --
kind | start | endpoint | slack [ns]
min | cnt[23] | cnt[23] | 0.48
min reg2reg | cnt[23] | cnt[23] | 0.48
max reg2reg | cnt[0] | clk_out | 1.42
max | cnt[0] | clk_out | 1.42
max in group asynchronous | rst | cnt[13] | 2.41
min in group asynchronous | rst | cnt[3] | 0.75
-- logic make-up after synthesis --
family,synth area share
compound gates,0.03458
xor+xnor,0.1176
fa+ha+maj,0.009880
buf+inv,0.02173
flops,0.4941
mux,0.02470
simple gates,0.2974
-- critical path, cell delays in order (launching register included) --
cell and delay (ns):
dfrtp_1 0.41, ha_1 0.23, and4_1 0.30, nand2_1 0.07
nor3_1 0.47, buf_4 0.27, xor2_1 0.15
Power and IR drop assume default switching activity.
