--- design/flow/design.v ---
module divide (	clk,rst_n,clkout);
        input 	clk,rst_n;                        
        output	clkout;                           
	parameter	WIDTH	= 24;              
	parameter	N	= 12_000_000;              
	reg 	[WIDTH-1:0]	cnt_p,cnt_n;      
	reg			clk_p,clk_n;      
	always @ (posedge clk or negedge rst_n )          
		begin
			if(!rst_n)
				cnt_p<=0;
			else if (cnt_p==(N-1))
				cnt_p<=0;
			else cnt_p<=cnt_p+1;              
		end
         always @ (posedge clk or negedge rst_n)
		begin
			if(!rst_n)
				clk_p<=0;
			else if (cnt_p<(N>>1))           
				clk_p<=0;
			else 
				clk_p<=1;                
		end
	always @ (negedge clk or negedge rst_n)
		begin
			if(!rst_n)
				cnt_n<=0;
			else if (cnt_n==(N-1))
				cnt_n<=0;
			else cnt_n<=cnt_n+1;
		end
	always @ (negedge clk)
		begin
			if(!rst_n)
				clk_n<=0;
			else if (cnt_n<(N>>1))  
				clk_n<=0;
			else 
				clk_n<=1;                 
		end
        assign clkout = (N==1)?clk:(N[0])?(clk_p&clk_n):clk_p;       
endmodule 
--- design/flow/run.sh ---
#!/bin/bash
# OpenROAD 26Q1-2900-gdf79404cd8, Yosys 0.63+post, stock flow scripts
make -C /OpenROAD-flow-scripts/flow DESIGN_CONFIG=/design/flow/config.mk WORK_HOME=/design/flow/orfs finish
--- design/flow/config.mk ---
export PLATFORM = sky130hd
export DESIGN_NAME = divide
export DESIGN_NICKNAME = divide
export VERILOG_FILES = /design/flow/design.v
export SDC_FILE = /design/flow/constraint.sdc
export NUM_CORES = 4
export LEC_CHECK = 1
export CORE_AREA = 10 10 90 90
export DIE_AREA = 0 0 100 100
--- design/flow/constraint.sdc ---
current_design divide

set clk_period 5.3
set clk_io_pct 0.2

create_clock -name clk0 -period $clk_period [get_ports {clk}]

set non_clock_inputs [all_inputs -no_clocks]
set_input_delay [expr $clk_period * $clk_io_pct] -clock clk0 $non_clock_inputs
set_output_delay [expr $clk_period * $clk_io_pct] -clock clk0 [all_outputs]
==> results.json <==
{
  "status": "finished, final reports clean",
  "dieHeight_microns": 100,
  "power_density_mw_per_mm2": 212.0,
  "design_power_total_uw": 306.7,
  "max_freq_ghz": 0.4763,
  "end_kind": "output pin",
  "critical_path.cell_chain": "clkdlybuf4s50_1",
  "gp_congestion": 0.8701,
  "cts_tree": "yes",
  "clk_path_buf_depth": 2,
  "postCtsSetupBuffers": 0,
  "synth_chip_area_sq_mm": 0.001286,
  "area_growth_pct": 12.45,
  "wl_met2_microns": 1137,
  "floorplan.core_util": 0.2049,
  "grt_pass1_wl_microns": 4388,
  "vias": 992,
  "io_pins": 3,
  "row_count": 29,
  "drv_slew": 0,
  "ys_cells": 136,
  "ys_warn_count": 1,
  "crit_family": "buffers and inverters",
  "ys_types": 33,
  "hold_viol_final": 0,
  "critPathSlowestCell": "clkdlybuf4s50_1",
  "clk_latency_ns": 0.26,
  "worst_pin_slew_ns": 0.3340,
  "drive_above_1_share": 0.06429,
  "required_ns": 4.24,
  "min_period_ns": 2.100,
  "grt_pass1_vias": 929,
  "grt_usage": 0.05013,
  "r2r_end": "cnt_p[23]",
  "route.top_layer_used": "met4",
  "antenna_found_initial": 0,
  "cts_made_buffers": 3,
  "dpl.hpwl_microns": 1741,
  "cp-start-kind": "flip-flop",
  "cts_hold_buf": 0,
  "worst_ep_arrival_time_ns": 1.04,
  "drtIter0Drc": 67,
  "synth_flops": 25,
  "vias_per_cell": 4.571,
  "dieWidth_microns": 100,
  "clock_skew_ns": 0.001718,
  "synth_seq_share": 0.4864,
  "ctsResizeCount": 0,
  "lay_top_count": "dfrtp_1",
  "crit_fanout": 1,
  "drc_errors": 0,
  "r2r_start": "cnt_p[3]",
  "warnings": 25,
  "wire_per_inst_microns": 11.08,
  "synth_area_sq_mm": 0.001286,
  "n_antenna_cell": 0,
  "rsz0062_at_grt": "false",
  "htreeDepth": 1,
  "placed_area_sq_mm": 0.001401,
  "slew_headroom": 0.7773,
  "cts_sinks": 25,
  "dr_wl_met3_microns": 27,
  "root_buffer": "clkbuf_8",
  "totalWireLength_microns": 2405,
  "clkTransAtPathRegs_ns": 0.08,
  "holdCritPathClass": "flip-flop to flip-flop",
  "async_flop_share": 1.000,
  "design_area_sq_mm": 0.001446,
  "power_leakage_nw": 0.5750,
  "synth_top_flop_cell": "dfrtp_1",
  "grt_max_degree": 26,
  "synth_cells": 136,
  "syn_avg_cell_area_sq_um": 9.458,
  "finalClockPeriodUsage": 0.3961,
  "cpPeakStageDelay_ns": 0.45,
  "ant_nets": 0,
  "r2r_cells": 4,
  "min_to": "cnt_p[0]",
  "numPortBuffers": 2,
  "dr.pass1.iters": 4,
  "cp_num_buf_inv": 1,
  "gr-total-overflow": 0,
  "maxCapViolCount": 0,
  "r2r_slack_ns": 3.24,
  "setup_viol": 0,
  "critPathKind": "flip-flop to output pin",
  "lay_top_cells": "25 x dfrtp_1, 16 x nor2_1, 13 x nand2_1, 11 x nand3_1",
  "hold_start": "cnt_p[0]",
  "ir_worst_vdd_mv": 0.07423,
  "dieArea_sq_mm": 0.01000,
  "finalSetupTns_ns": 0,
  "core_area_sq_mm": 0.006277,
  "hold_depth": 1,
  "wl_met1_microns": 1210,
  "edf_count": 0
}
==> area by class of cell <==
cell class / count / area [sq um]
Multi-Input combinational cell: 103 / 629.4
Fill cell: 685 / 4831
Timing Repair Buffer: 4 / 35.03
Tap cell: 77 / 96.34
Sequential cell: 25 / 625.6
Clock buffer: 4 / 45.04
Inverter: 4 / 15.01
==> layer usage <==
| metal | GRT usage | vias up |
|---|---|---|
| met4 | 0.009783 | 0 |
| li1 | - | 500 |
| met3 | 0.004858 | 4 |
| met2 | 0.08064 | 5 |
| met5 | 0 | - |
| met1 | 0.07227 | 483 |
==> registers in the layout, summed over array words and instances (netlist names) <==
register and count:
cnt_p 24, clk_p 1
==> report_power, final <==
group,switching [mW],internal (mW),leakage [nW]
clock network,0.0575,0.0537,0.0228
registers,0,0.191,0.340
logic,0.00380,0.00113,0.213
total,0.0613,0.245,0.575
==> cell families (layout without fill, tap and decap cells) <==
logic type,count (synthesis),after routing,synth area share
and+or+nand+nor,68,68,0.2918
DFF,25,25,0.4864
AOI/OAI and AO/OA,21,21,0.09923
xor gates and xnor gates,13,13,0.08852
buffers and inverters,8,12,0.02431
adders and majority gates,1,1,0.009726
==> worst max-delay path by stage <==
stage / start / to / slack (ns) / cells past startpoint
6_report: clk_p / clkout / 3.20 / 1
5_1_grt: clk_p / clkout / 3.14 / 1
4_1_cts: clk_p / clkout / 3.18 / 1
==> cells in the mapped netlist, drive strengths merged (2+ instances only) <==
cell type | instances | area (sq um)
a21oi | 8 | 40.04
and3 | 3 | 20.02
and4 | 2 | 17.52
clkbuf | 3 | 11.26
dfrtp | 25 | 625.6
inv | 4 | 15.01
nand2 | 13 | 48.80
nand3 | 11 | 55.05
nand4 | 7 | 58.81
nor2 | 16 | 60.06
nor4 | 2 | 12.51
o21ai | 5 | 25.02
o31ai | 3 | 22.52
or3 | 2 | 12.51
or4 | 5 | 37.54
xnor2 | 8 | 70.07
xor2 | 5 | 43.79
==> through the flow <==
step	worst slack, ns	hold slack, ns	util	cells
2_1_floorplan	3.377	0.4479	-	136
3_3_place_gp	3.284	0.4615	0.2232	213
6_report	3.200	0.4780	0.2304	217
3_5_place_dp	3.261	0.4708	0.2232	213
4_1_cts	3.184	0.4835	0.2304	217
5_1_grt	3.138	0.5092	0.2304	217
Power is estimated from default activity; no workload was simulated.
